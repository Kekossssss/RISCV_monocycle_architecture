`flow/design.v`:
```
package RISCV32i_Pack;
	typedef logic [31:0] data_bus;
	typedef logic [2:0] funct3;
	typedef logic [6:0] funct7;
	typedef logic [4:0] adresse_registre;
	typedef logic [6:0] opcode;
endpackage : RISCV32i_Pack
`timescale 1ns/1ps
module adder (
	input logic A_i, B_i, Cin_i,
	output logic S_o, Cout_o
);
	logic n1_s, n2_s, n3_s;
	half_adder half1 (
		.a_i(n2_s),
		.b_i(B_i),
		.s_o(S_o),
		.c_o(n3_s)
	);
	half_adder half2 (
		.a_i(Cin_i),
		.b_i(A_i),
		.s_o(n2_s),
		.c_o(n1_s)
	);
	or_gate #(0,1) OR1 (
		.a_i(n1_s),
		.b_i(n3_s),
		.s_o(Cout_o)
	);
endmodule : adder	
`timescale 1ns/1ps
module adder_n_bits #(
	parameter nb_bits = 32
)(
	input logic [nb_bits - 1:0] A_i, B_i,
	input logic Cin_i,
	output logic [nb_bits - 1:0] S_o,
	output logic Cout_o
);
	logic [nb_bits - 1:0] carry_s;
	genvar i;
	adder adder0 (
		.A_i(A_i[0]),
		.B_i(B_i[0]),
		.Cin_i(Cin_i),
		.Cout_o(carry_s[0]),
		.S_o(S_o[0])
	);
	generate
		for (i=1;i<nb_bits;i++) begin : g_label1
			adder adder_inst (
				.A_i(A_i[i]),
				.B_i(B_i[i]),
				.Cin_i(carry_s[i-1]),
				.Cout_o(carry_s[i]),
				.S_o(S_o[i])
			);
		end : g_label1
	endgenerate
	assign Cout_o = carry_s[nb_bits-1];
endmodule : adder_n_bits
`timescale 1ns/1ps
module half_adder (
	input logic a_i, b_i,
	output logic s_o, c_o
);
	assign s_o = (a_i ^ b_i);
	assign c_o = (a_i & b_i);
endmodule : half_adder
`timescale 1ns/1ps
module or_gate #(
	parameter delay = 0,
	parameter nb_bits = 1
) (
	input logic [nb_bits - 1:0] a_i, b_i,
	output logic [nb_bits - 1:0] s_o
);
	assign #delay s_o = a_i | b_i;
endmodule : or_gate
```
`flow/run.sh`:
```
#!/bin/bash
# OpenROAD 26Q1-2900-gdf79404cd8, Yosys 0.63+post, stock flow scripts
make -C /OpenROAD-flow-scripts/flow DESIGN_CONFIG=/design/flow/config.mk WORK_HOME=/design/flow/orfs finish
```
`flow/config.mk`:
```
export PLATFORM = sky130hd
export DESIGN_NAME = adder_n_bits
export DESIGN_NICKNAME = adder_n_bits
export VERILOG_FILES = /design/flow/design.v
export SDC_FILE = /design/flow/constraint.sdc
export NUM_CORES = 4
export LEC_CHECK = 1
export CORE_AREA = 10 10 83 83
export DIE_AREA = 0 0 93 93
```
`flow/constraint.sdc`:
```
current_design adder_n_bits

set clk_period 31.3
set clk_io_pct 0.2

create_clock -name clk0 -period $clk_period

set non_clock_inputs [all_inputs -no_clocks]
set_input_delay [expr $clk_period * $clk_io_pct] -clock clk0 $non_clock_inputs
set_output_delay [expr $clk_period * $clk_io_pct] -clock clk0 [all_outputs]
```
==> qor.yml <==
slowest_delay_ps: 450
power.leakage_nw: 0.670
final.period_utilization_pct: 82.7
synth.top_cell.area_share_pct: 69.8
status: "finished clean"
first_global_vias: 835
syn_area_um2: 918
ir_worst_vdd_mv: 0.00709
numPortBuffers: 98
cap_violations: 0
die_height_um: 93
crit_path_max_fanout: 1
grt_first_pass_wirelength_mm: 4.24
worst-endpoint-required_ps: 25040
grt.total_usage_pct: 6.09
cp_data_arrival_time_ps: 19610
nFillCells: 528
tool_warnings: 32
initial_utilization_pct: 17.9
nClkBuffers: 0
wirelength_mm: 2.71
crit_slowest_cell: "sky130_fd_sc_hd__clkdlybuf4s50_1"
via_count: 708
synthesized_chip_area_reported_by_yosys_um2: 918
worst_hold_class: "input port to primary output"
tightest_slew_ps: 105
drv_slew: 0
timing.critical_path.to: "S_o[31]"
drive_gt1_share_pct: 0
overflow: 0
dr.first_iter.drc_count: 1
gp_routability_congestion: 0.714
timing.final.crit_period_ps: 25870
coreArea_um2: 5140
cts_resized: 0
yosysCellCount: 74
final.setup.tns_ps: 0
grt_setup_unrepaired: "no"
post_synth_most_frequent_cells: "32 x sky130_fd_sc_hd__buf_4, 32 x sky130_fd_sc_hd__fa_1, 10 x sky130_fd_sc_hd__inv_1"
detailedRoute.firstPassIterationCount: 2
maximum_number_of_pins_on_one_net_before_global_route_repair: 2
dp.final_hpwl_mm: 2.74
post_synth_main_area_contributors: "sky130_fd_sc_hd__fa_1 70%, sky130_fd_sc_hd__buf_4 26%, sky130_fd_sc_hd__inv_1 4.1%"
drt-vias-per-instance: 3.37
post_drt_wl_per_cell_um: 12.9
floorplan.io_pins: 98
slew-limit-headroom_pct: 93.0
drc: 0
finalWorstSetupSlack_ps: 5430
detail-route-antenna-nets: 0
synth-seq-area-share_pct: 0
die_width_um: 93
flop-count: 0
path_class: "input port to primary output"
mi_logic_area_um2: 641
sequential_cell_area_um2: 0
crit_path_start_kind: "input port"
chipArea_um2: 8650
synthesis.area_per_instance_um2: 12.4
rows: 26
insertedDiodeCount: 0
grt_antenna_before_repair: 0
top_area_cell: "sky130_fd_sc_hd__fa_1"
fmaxAchievable_mhz: 38.6
dp_slack_ps: 5340
cts-hold-fix-buffers: 0
ys_types: 3
synthCells: 74
timing.final.hold_violations: 0
final-setup-viol-count: 0
synthToLayoutAreaGrowth_pct: 90.2
setup.worst_path.end_class: "primary output"
timing.critical_path.mode_cell: "sky130_fd_sc_hd__fa_1"
crit_path_start: "A_i[0]"
cellPowerDensity_nw_per_um2: 19.1
yosysWarningCount: 0
cts_setup_buffers: 0
[layer usage]
layer / share of wire (%) / vias up / wire length (um) / GRT usage (%)
met5: 0 / - / 0 / 0
met4: 0 / 0 / 0 / 0
met3: 25 / 0 / 665 / 6.14
met2: 35 / 78 / 940 / 8.06
met1: 41 / 318 / 1110 / 7.30
li1: - / 312 / - / -
[placed cells by master (no fill, tap or decap), drive strengths merged]
cell type / count
clkdlybuf4s50: 98
fa: 32
inv: 10
[cell type report]
type | instances | area share [%]
inverter | 10 | 2.15
timing repair buffer | 98 | 56.2
multi-input combinational | 32 | 36.7
tap | 70 | 5.01
[critical path, delay by kind of cell]
family | cells | cell delay [ps]
fa+ha+maj | 32 | 12230
buf+inv | 6 | 1110
[logic make-up after synthesis]
kind of cell	after synthesis	share of synthesized area, %
adder cells (fa/ha/maj)	32	69.8
buffers and inverters	42	30.2
[worst min path at each step]
stage           start       to  slack, ps  depth (start not counted)
finish        B_i[31]  S_o[31]      13560                          5
CTS           B_i[31]  S_o[31]      13580                          5
global route  B_i[31]  S_o[31]      13610                          5
[metrics by stage]
step	instance area (um^2)	cells	util [%]	hold slack (ps)	total power, W
after global placement	1750	210	34.0	13570	0.0000342
after detailed placement	1750	210	34.0	13580	0.0000345
after global routing	1750	210	34.0	13610	0.0000380
final	1750	210	34.0	13560	0.0000333
after floorplan	918	74	-	12740	0.0000167
after CTS	1750	210	34.0	13580	0.0000346
[power by group]
group	switching [W]	total, W	internal (W)
registers	0	0	0
logic	0.00000832	0.0000333	0.0000250
clock network	0	0	0
total	0.00000832	0.0000333	0.0000250
Power and IR drop assume default switching activity.

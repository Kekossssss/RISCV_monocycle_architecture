==> run.sh <==
#!/bin/bash
# OpenROAD 26Q1-2900-gdf79404cd8, Yosys 0.63+post, stock flow scripts
make -C /OpenROAD-flow-scripts/flow DESIGN_CONFIG=/design/flow/config.mk WORK_HOME=/design/flow/orfs finish
==> config.mk <==
export PLATFORM = sky130hd
export DESIGN_NAME = comparator_signed
export DESIGN_NICKNAME = comparator_signed
export VERILOG_FILES = /design/flow/design.v
export SDC_FILE = /design/flow/constraint.sdc
export NUM_CORES = 4
export LEC_CHECK = 1
export CORE_AREA = 10 10 72 72
export DIE_AREA = 0 0 82 82
==> constraint.sdc <==
current_design comparator_signed

set clk_period 6.1
set clk_io_pct 0.2

create_clock -name clk0 -period $clk_period

set non_clock_inputs [all_inputs -no_clocks]
set_input_delay [expr $clk_period * $clk_io_pct] -clock clk0 $non_clock_inputs
set_output_delay [expr $clk_period * $clk_io_pct] -clock clk0 [all_outputs]
==> design.v <==
package RISCV32i_Pack;
	typedef logic [31:0] data_bus;
	typedef logic [2:0] funct3;
	typedef logic [6:0] funct7;
	typedef logic [4:0] adresse_registre;
	typedef logic [6:0] opcode;
endpackage : RISCV32i_Pack
`timescale 1ns/1ps
module adder (
	input logic A_i, B_i, Cin_i,
	output logic S_o, Cout_o
);
	logic n1_s, n2_s, n3_s;
	half_adder half1 (
		.a_i(n2_s),
		.b_i(B_i),
		.s_o(S_o),
		.c_o(n3_s)
	);
	half_adder half2 (
		.a_i(Cin_i),
		.b_i(A_i),
		.s_o(n2_s),
		.c_o(n1_s)
	);
	or_gate #(0,1) OR1 (
		.a_i(n1_s),
		.b_i(n3_s),
		.s_o(Cout_o)
	);
endmodule : adder	
`timescale 1ns/1ps
module and_gate #(
	parameter delay = 0,
	parameter nb_bits = 1)
(
	input logic [nb_bits-1:0] a_i, b_i,
	output logic [nb_bits-1:0] s_o
);
	assign #delay s_o = a_i & b_i;
endmodule : and_gate
`timescale 1ns/1ps
module comparator_1bit_unsigned (
	input logic A_i, B_i,
	input logic greater_i, equal_i, lesser_i,
	output logic greater_o, equal_o, lesser_o
);
	logic and1_to_or1_s, and2_to_or2_s;
	logic and3_to_or1_s, and4_to_or2_s;
	and_gate #(0,1) AND1 (
		.a_i(A_i),
		.b_i(~B_i),
		.s_o(and1_to_or1_s)
	);
	and_gate #(0,1) AND2 (
		.a_i(~A_i),
		.b_i(B_i),
		.s_o(and2_to_or2_s)
	);
	xor_gate #(0,1) XOR (
		.a_i(A_i),
		.b_i(B_i),
		.s_o(xor_out_s)
	);
	and_gate #(0,1) AND3 (
		.a_i(~xor_out_s),
		.b_i(greater_i),
		.s_o(and3_to_or1_s)
	);
	and_gate #(0,1) AND4 (
		.a_i(~xor_out_s),
		.b_i(lesser_i),
		.s_o(and4_to_or2_s)
	);
	and_gate #(0,1) AND5 (
		.a_i(~xor_out_s),
		.b_i(equal_i),
		.s_o(equal_o)
	);
	or_gate #(0,1) OR1 (
		.a_i(and1_to_or1_s),
		.b_i(and3_to_or1_s),
		.s_o(greater_o)
	);
	or_gate #(0,1) OR2 (
		.a_i(and2_to_or2_s),
		.b_i(and4_to_or2_s),
		.s_o(lesser_o)
	);
endmodule : comparator_1bit_unsigned
`timescale 1ns/1ps
module comparator_signed #(
	parameter nb_bits = 32
)(
	input logic [nb_bits-1:0] A_i, B_i,
	output logic greater_o, equal_o, lesser_o
);
	logic neg_s, equal_s;
	substract #(nb_bits) SUB (
		.A_i(A_i),
		.B_i(B_i),
		.Bin_i(0),
		.Bout_o(neg_s)
	);
	comparator_unsigned #(32) COMP_U (
		.A_i(A_i),
		.B_i(B_i),
		.equal_o(equal_s)
	);
	and_gate #(0,1) AND_GREATER (
		.a_i(~neg_s),
		.b_i(~equal_s),
		.s_o(greater_o)
	);
	and_gate #(0,1) AND_LESSER (
		.a_i(neg_s),
		.b_i(~equal_s),
		.s_o(lesser_o)
	);
	assign equal_o = equal_s;
endmodule : comparator_signed
`timescale 1ns/1ps
module comparator_unsigned #(
	parameter nb_bits = 32
)(
	input logic [nb_bits-1:0] A_i, B_i,
	output logic greater_o, equal_o, lesser_o
);
	logic [nb_bits-1:0] greater_s, equal_s, lesser_s;
	genvar i;
	comparator_1bit_unsigned COMP0 (
		.A_i(A_i[0]),
		.B_i(B_i[0]),
		.greater_i(1'b0),
		.equal_i(1'b1),
		.lesser_i(1'b0),
		.greater_o(greater_s[0]),
		.equal_o(equal_s[0]),
		.lesser_o(lesser_s[0])
	);
	generate
		for (i=1;i<nb_bits;i++) begin : comp
			comparator_1bit_unsigned COMP0 (
				.A_i(A_i[i]),
				.B_i(B_i[i]),
				.greater_i(greater_s[i-1]),
				.equal_i(equal_s[i-1]),
				.lesser_i(lesser_s[i-1]),
				.greater_o(greater_s[i]),
				.equal_o(equal_s[i]),
				.lesser_o(lesser_s[i])
			);
		end : comp
	endgenerate
	assign greater_o = greater_s[nb_bits-1];
	assign equal_o = equal_s[nb_bits-1];
	assign lesser_o = lesser_s[nb_bits-1];
endmodule : comparator_unsigned
`timescale 1ns/1ps
module half_adder (
	input logic a_i, b_i,
	output logic s_o, c_o
);
	assign s_o = (a_i ^ b_i);
	assign c_o = (a_i & b_i);
endmodule : half_adder
`timescale 1ns/1ps
module not_gate #(
	parameter delay = 0,
	parameter nb_bits_g = 1
) (
	input logic [nb_bits_g - 1 : 0] a_i,
	output logic [nb_bits_g - 1 : 0] s_o
);
	assign #delay s_o = ~ a_i;
endmodule : not_gate
`timescale 1ns/1ps
module or_gate #(
	parameter delay = 0,
	parameter nb_bits = 1
) (
	input logic [nb_bits - 1:0] a_i, b_i,
	output logic [nb_bits - 1:0] s_o
);
	assign #delay s_o = a_i | b_i;
endmodule : or_gate
`timescale 1ns/1ps
module substract #(
	parameter nb_bits = 32
)(
	input logic [nb_bits - 1:0] A_i, B_i,
	input logic Bin_i,
	output logic [nb_bits - 1:0] S_o,
	output logic Bout_o
);
	logic [nb_bits - 1:0] non_B_s;
	logic [nb_bits - 1:0] carry_s;
	logic non_Bin_s;
	genvar i;
	not_gate #(0,32) NOT1 (
		.a_i(B_i),
		.s_o(non_B_s)
	);
	not_gate #(0,1) NOT2 (
		.a_i(Bin_i),
		.s_o(non_Bin_s)
	);
	adder adder0 (
		.A_i(A_i[0]),
		.B_i(non_B_s[0]),
		.Cin_i(non_Bin_s),
		.Cout_o(carry_s[0]),
		.S_o(S_o[0])
	);
	generate
		for (i=1;i<nb_bits;i++) begin : g_label1
			adder adder_inst (
				.A_i(A_i[i]),
				.B_i(non_B_s[i]),
				.Cin_i(carry_s[i-1]),
				.Cout_o(carry_s[i]),
				.S_o(S_o[i])
			);
		end : g_label1
	endgenerate
	assign Bout_o = S_o[nb_bits-1];
endmodule : substract
`timescale 1ns/1ps
module xor_gate #(
	parameter delay = 0,
	parameter nb_bits = 1
) (
	input logic [nb_bits - 1 : 0] a_i, b_i,
	output logic [nb_bits - 1 : 0] s_o
);
	assign #delay s_o = (a_i ^ b_i);
endmodule : xor_gate
==> notes.md <==
yosys + openroad results -> status=finished, violations left, failing checks=setup timing, setup TNS=-19.45 ns, Hold-fix buffers, CTS=0, arrival time at the worst endpoint=between 10 and 15 ns, share of layout cells above drive strength 1=between 20 and 25%, Yosys warnings=2, Power per Cell Area=88.0 nW/um^2, Worst setup EP type=output port, DRC viols=0, Post-Syn Area=1100 sq um, Worst Setup Start Kind=input pin, Pwr Total=~0.19 mW, Period minus WS final=roughly 16 ns, Cell Count, Final, Fillers Out=297, via-per-instance ratio=about 4.2, post-detailed-placement half-perimeter wirelength=between 3 and 4 mm, fin worst setup slack=-9.77 ns, Worst EP required=about 4.9 ns, fin crit share=260%, Antenna diodes=0, class of the worst hold path=input pin to output port, Max-Cap Viols=0, CP Launch Point=A_i[0], port bufs=~67, synth unique cells=10, DRT Pass-1 Iters=2, DRT antenna net count=0, DP Cell Count=297, Die W=82 um, Most Used Layer, Global Route=met2, largest net degree at the start of global routing=4, IO Pins=67, Final Max Tran Viols=0, tool warnings=35, initial antenna violation count=0, gpl congestion=0.807, Mapped Cells=138, flop count=0, fmax=63.0 MHz, worst-path fanout max=2, Worst path max stage delay=0.29 ns, core region area=about 3700 sq um, Final Instance Area=2210 sq um, placed inst area=2210 sq um, Seq share, synth=0%, postcts setup bufs=0, Yosys Chip Area=roughly 1100 sq um, die span in y=82 um, P&R area growth vs syn=99.7%, met1 Use GR=15.5%, GR Overflow Total=0, slew margin rel.=72.5%, type of the worst setup path=input pin to output port, vias in the first global route=between 1000 and 1500, minimum hold slack=3.05 ns, die area=6720 sq um, utilization after layout=between 50% and 60%, initial drt markers=10, CP endpoint=greater_o, Final Hold Viols=0, worst slack, placed=-10.77 ns, all-layer global routing usage=10.8%, # clk buffers=0, met3 Use GR=1.10%, FP Core Util=30.0%, total wire length=3.40 mm, maximum VDD drop=about 48 uV, Static Leak=1.21 nW, ys cells=~140, CP max-delay cell=ha_1, wire per inst=about 11 um, Worst-Margin Slew=a little over 0.4 ns, GRT met2 Usage=17.9%, RSZ-0062 raised after global routing=true, standard-cell rows=22, Avg Cell Area, Syn=8.01 sq um, vias=approximately 1300, final setup violating endpoints=2, first-pass GRT wire length=5.98 mm, Reg area=0 sq um
[worst max-delay path: cells and delay by family]
kind	cells	cell delay (ns)
buffers and inverters	4	0.27
AND-OR/OR-AND	31	4.91
adder cells (fa/ha/maj)	31	8.06
XOR/XNOR	1	0.19
[cells in the final DEF, fill, tap and decap left out]
master           count
clkdlybuf4s15_1      1
buf_8                1
ha_1                29
ha_4                 2
inv_2                1
inv_12               1
a21boi_2             1
and2_1               1
buf_6                1
a21oi_1              1
buf_4               44
nand4_1              8
dlygate4sd2_1        1
xnor2_1             31
buf_2                2
inv_1               30
a21o_1              29
xor2_1               1
nor4_2               2
clkdlybuf4s50_1     61
a21oi_2              1
[timing repair]
action	CTS	global route
endpoints found under the setup margin	2	2
pin swaps	8	6
gates resized	22	1
[worst min-delay path by stage]
stage,startpoint,endpoint,depth (start not counted)
CTS,B_i[0],greater_o,6
global route,B_i[0],greater_o,6
finish,B_i[0],greater_o,6
[area by class of cell]
class                      count  area (sq um)
multi-input combinational    106          1020
tap                           48          60.1
timing repair buffer         111           996
inverter                      32           133
fill                         326          1480
[power breakdown]
part	internal (mW)	switching, mW
registers	0	0
logic	0.125	0.0690
clock network	0	0
total	0.125	0.0690
[routing by layer]
layer / part of all wire [%] / vias up
li1: - / 692
met1: 52 / 522
met2: 44 / 36
met3: 3.7 / 0
met4: 0 / 0
met5: 0 / -
[cell families after synthesis]
group / share of synthesized area [%]
and+or+nand+nor: 7.36
adders and majority gates: 35.1
AOI/OAI and AO/OA: 21.3
xor gates and xnor gates: 25.4
buffers and inverters: 10.9
[synthesized netlist by cell type]
library cell	number	area, sq um
inv_1	32	120
a21boi_0	1	7.51
nand4_1	8	50.1
and2_1	1	6.26
a21oi_1	2	10.0
xnor2_1	31	272
a21o_1	29	218
nor4_2	2	25.0
xor2_1	1	8.76
ha_1	31	388
No activity file was given, so power comes from the tool's default toggle rates.

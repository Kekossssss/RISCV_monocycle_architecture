==> design.v <==
package RISCV32i_Pack;
	typedef logic [31:0] data_bus;
	typedef logic [2:0] funct3;
	typedef logic [6:0] funct7;
	typedef logic [4:0] adresse_registre;
	typedef logic [6:0] opcode;
endpackage : RISCV32i_Pack
`timescale 1ns / 1ps
module instruction_rom(
    input logic [7:0] addr_i,
    output logic [31:0] data_o
    );
    logic [255:0][31:0] data_s;
    assign data_s[0] = 32'h00000000;
    assign data_s[1] = 32'h00108093;
    assign data_s[2] = 32'h001080B3;
    assign data_s[3] = 32'h001080B3;
    assign data_s[4] = 32'h55555555;
    assign data_s[5] = 32'h66666666;
    assign data_s[6] = 32'h77777777;
    assign data_o = data_s[addr_i[7:2]];
endmodule : instruction_rom
==> run.sh <==
#!/bin/bash
# OpenROAD 26Q1-2900-gdf79404cd8, Yosys 0.63+post, stock flow scripts
make -C /OpenROAD-flow-scripts/flow DESIGN_CONFIG=/design/flow/config.mk WORK_HOME=/design/flow/orfs finish
==> config.mk <==
export PLATFORM = sky130hd
export DESIGN_NAME = instruction_rom
export DESIGN_NICKNAME = instruction_rom
export VERILOG_FILES = /design/flow/design.v
export SDC_FILE = /design/flow/constraint.sdc
export NUM_CORES = 4
export LEC_CHECK = 1
export CORE_AREA = 10 10 70 70
export DIE_AREA = 0 0 80 80
==> constraint.sdc <==
current_design instruction_rom

set clk_period 1.2
set clk_io_pct 0.2

create_clock -name clk0 -period $clk_period

set non_clock_inputs [all_inputs -no_clocks]
set_input_delay [expr $clk_period * $clk_io_pct] -clock clk0 $non_clock_inputs
set_output_delay [expr $clk_period * $clk_io_pct] -clock clk0 [all_outputs]
==> results.txt <==
Placed Instances: 101
synthesized instance count: 42
DR vias: 328
most used cell, CP: buf_6
Yosys Chip Area: 288 um^2
num rows: 21
Initial DRT Pass Iterations: 2
DRT antenna net count: 0
fp_density: 8.42%
Final Hold Fails: 0
Detail Placement HPWL: 839 um
area delta synth->final: 151%
n_diodes: 0
Die H: 80 um
crit-path max cell delay: 0.43 ns
routability cong.: 0.725
violated checks: setup timing
first-pass GRT wire length: 1.70 mm
core area: 3420 um^2
die width: 80 um
Hold WS: 0.818 ns
Int Power: 0.117 mW
crit path kind: primary input to output port
status: complete, but fails checks
number of fill cells: 364
crit path max fanout: 3
MI comb area: 226 um^2
Critical Path Source Type: primary input
f_max: 0.704 GHz
clock buffer count: 0
Final Non-Filler Cells: 113
number of global-route vias before repair: 325
layout sequential cell count: 0
CP Cell Sequence: buf_6 -> or3b_4 -> buf_6 -> nor2_4 -> buf_6 -> buf_6
combinational share of power: 100.0%
fraction of layout cells with a size suffix above 1: 89.6%
PD cells: 258 nW/um^2
Routed WL per cell: 10.4 um
Seq/Total Area, Yosys: 0%
Tmin final: 1.42 ns
Setup TNS: -3.52 ns
switching part of the total power: 37.2%
CP delay by family, top: simple AND/OR/NAND/NOR gates
initial antenna violation count: 0
VDD IR max: 0.0000579 V
RSZ-0062 raised after global routing: yes
leakage dissipation: 0.336 nW
DRT Wirelength: 1.18 mm
Final WS setup: -0.220 ns
CP required: 0.96 ns
sequential share of power: 0%
biggest area cells: buf_4 (65%), nor3_1 (5.2%), nor2_1 (3.9%)
Yosys Instances: 42
Tcrit/Tclk final: 118%
post-synth cell types: 13
crit path DAT: 1.18 ns
mapped cell area: 288 um^2
CTS hold repair buffers: 0
Yosys Warn Count: 7968
largest net degree at the start of global routing: 8
DRC: 0
via density per instance: 2.90
Max-area cell share: 65.2%
WP buf/inv: 4
Die ar.: 6400 um^2
total track usage: 3.21%
FF+latch area: 0 um^2
Hold Crit Class: primary input to output port
port bufs: 31
power share of the clock group: 0%
Pwr Total: 0.186 mW
Avg Cell Area, Syn: 6.85 um^2
initial drt markers: 5
Slowest-stage cell, CP: or3b_4
grt total ovfl: 0
Log Warnings: 38
Worst setup EP type: output port
endpoints failing setup: 24
Slew Viols, Final: 0
Ports: 40
Max-Cap Viols: 0
Sw Pwr: 0.0694 mW
largest area contributor in the netlist: buf_4
==> cells by family after synthesis <==
logic type / Yosys count / synth area share (%)
buffers and inverters: 26 / 66.5
and+or+nand+nor: 10 / 19.6
AOI/OAI and AO/OA: 4 / 9.57
other: 1 / 1.30
xor gates and xnor gates: 1 / 3.04
==> worst paths after layout <==
check                 start          to  slack, ns  cells after the start
hold / removal    addr_i[2]   data_o[8]       0.82                      4
setup / recovery  addr_i[5]  data_o[28]      -0.22                      6
==> cell type report <==
cell class / instances / share of cell area [%]
timing repair buffer: 46 / 60.7
multi-input combinational: 21 / 31.4
tap: 46 / 7.97
==> layer usage <==
layer  GRT usage, %  vias up  routed length (um)  share of wire (%)
li1               -      157                   -                  -
met5              0        -                   0                  0
met1           3.97      147                 474                 40
met3           1.59        0                 172                 15
met2           5.22       24                 530                 45
met4              0        0                   0                  0
==> power groups by stage <==
stage	combinational (mW)	sequential, mW	clock (mW)
6_report	0.186	0	0
4_1_cts	0.174	0	0
5_1_grt	0.203	0	0
==> worst min-delay path, stage by stage <==
cell	delay, ns
buf_6	0.07
buf_8	0.12
nor2_4	0.05
buf_2	0.10
==> cell usage after synthesis <==
master    count
nor3_1        3
xnor2_1       1
nor2_1        3
a21bo_2       1
a21oi_1       2
and3_2        1
conb_1        1
a211oi_1      1
or3b_1        1
buf_4        25
clkbuf_1      1
nand3b_1      1
or2_2         1
==> what timing repair did <==
item,in CTS,in global routing
setup buffers,12,0
hold endpoints to repair,0,0
pin swaps,9,4
gates resized,140,6
setup endpoints to repair,26,26
==> per-stage QoR <==
stage	instance area, um^2	setup slack (ns)	utilization [%]
after floorplan	325	-0.0393	-
after global placement	524	-0.938	15.3
after detailed placement	524	-0.961	15.3
after CTS	687	-0.246	20.1
after global routing	722	-0.250	21.1
final	722	-0.220	21.1
==> cell usage in the layout (no fill, tap or decap) <==
master,count
a21bo_2,1
buf_8,1
nand3b_1,1
a21oi_2,1
or3b_4,1
a21oi_4,1
xnor2_4,1
or2_4,1
and3_4,1
nor3_4,3
a211oi_4,1
buf_6,30
nor2_4,3
buf_4,4
conb_1,6
buf_2,11
Power and IR drop assume default switching activity.
